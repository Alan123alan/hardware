==> /design/flow/design.v <==
module Or16(output [15:0] out, input [15:0] i1, input [15:0] i0);
or(out[15],i0[15],i1[15]);
or(out[14],i0[14],i1[14]);
or(out[13],i0[13],i1[13]);
or(out[12],i0[12],i1[12]);
or(out[11],i0[11],i1[11]);
or(out[10],i0[10],i1[10]);
or(out[9],i0[9],i1[9]);
or(out[8],i0[8],i1[8]);
or(out[7],i0[7],i1[7]);
or(out[6],i0[6],i1[6]);
or(out[5],i0[5],i1[5]);
or(out[4],i0[4],i1[4]);
or(out[3],i0[3],i1[3]);
or(out[2],i0[2],i1[2]);
or(out[1],i0[1],i1[1]);
or(out[0],i0[0],i1[0]);
endmodule
==> /design/flow/run.sh <==
#!/bin/bash
# OpenROAD 26Q1-2900-gdf79404cd8, Yosys 0.63+post, stock flow scripts
make -C /OpenROAD-flow-scripts/flow DESIGN_CONFIG=/design/flow/config.mk WORK_HOME=/design/flow/orfs finish
==> /design/flow/config.mk <==
export PLATFORM = sky130hd
export DESIGN_NAME = Or16
export DESIGN_NICKNAME = Or16
export VERILOG_FILES = /design/flow/design.v
export SDC_FILE = /design/flow/constraint.sdc
export NUM_CORES = 4
export LEC_CHECK = 1
export CORE_AREA = 10 10 70 70
export DIE_AREA = 0 0 80 80
==> /design/flow/constraint.sdc <==
current_design Or16

set clk_period 1.0
set clk_io_pct 0.2

create_clock -name clk0 -period $clk_period

set non_clock_inputs [all_inputs -no_clocks]
set_input_delay [expr $clk_period * $clk_io_pct] -clock clk0 $non_clock_inputs
set_output_delay [expr $clk_period * $clk_io_pct] -clock clk0 [all_outputs]
==> out/qor.csv <==
metric,value,unit
run status,"finished, final reports clean",
Setup-failing EPs final,0,
wire length of the first global-routing pass,1630,um
final hold slack,742,ps
Clock Power Share,0,%
setup repair bufs after CTS,0,
global-route congestion overflow total,0,
cell count after synthesis,16,
total number of placement rows,21,
ratio of cells with drive above 1 in the final layout,25.0,%
Reg power frac,0,%
Critical Path AT,760,ps
total vias in the final route,278,
unrepaired setup endpoints after global routing,false,
combined area of all synthesized cells,100,um^2
critical path peak fanout,1,
part of the total power dissipated in combinational logic,100.0,%
Die Ht,80,um
pre-placement core utilization,2.93,%
RePlAce Congestion,0.743,
warnings from Yosys,0,
Max Fclk,1040,MHz
Worst IR Drop VDD,0.0411,mV
ordered list of cells on the worst path,"dlygate4sd2_1, or2_1, buf_2",
worst min-delay path class,input port to output port,
pwr dens,235,mW/mm^2
ANT cells,0,
cell depth of the worst hold path,3,
area added between synthesis and finish,418,%
final-report hold violation count,0,
largest stage delay on the critical path,220,ps
kind of cell adding the most delay to the critical path,buffers and inverters,
first-pass detailed-route iteration total,2,
total die size,0.00640,mm^2
number of OpenROAD warnings,32,
total cell area reported by yosys after synthesis,100,um^2
combined global-route utilization of all metal layers,3.05,%
fin crit share,96.0,%
Ports,48,
number of buffers and inverters on the critical path,2,
hold-critical path endpoint,out[15],
category of the worst setup path launch point,input port,
residual DRC count,0,
initial antenna violation count,0,
Critical Path End Type,output port,
post-DP HPWL,1070,um
number of port buffers,48,
post-synth top area share,100,%
Synth Area per Inst,6.26,um^2
Slew Limit Fails,0,
max-cap violations,0,
Sw Pwr,23.9,uW
detailed-route vias per instance,2.53,
# Cells Yosys,16,
critical setup path kind,input port to output port,
net switching fraction of the power,19.6,%
top area cells in the synthesized netlist,or2_1 (100%),
post-route setup TNS,0,ps
"Min Clock Period, post-route",960,ps
average wire per cell in the routed design,9.80,um
clkbuf count,0,
fraction of the yosys area taken by sequential cells,0,%
number of violations reported at the end of detailed-routing iteration 0,2,
Hold Path Origin,i1[15],
via count of the first global-routing pass,319,
CP max-delay cell,dlygate4sd2_1,
library cell with the largest summed area after synthesis,or2_1,
worst-margin pin slew,55.6,ps
required time at the endpoint of the critical path,800,ps
final wirelength,1080,um
maximum number of pins on one net before global-route repair,2,
chip width,80,um
FF+latch count,0,
normalized max-slew margin,96.3,%
internal power of the cells,97.6,uW
count of nets left with antenna violations after detail routing,0,
area of all sequential standard cells,0,um^2
most instantiated library cell after synthesis,or2_1,
leakage power of the design,0.248,nW
tally of unique sky130hd cells used after synthesis,1,
core region area,0.00342,mm^2
most frequent cells after synthesis,or2_1 (16),
==> cell type report <==
class                      count  area [um^2]
multi-input combinational     16          100
fill                         423         2900
timing repair buffer          48          360
tap                           46         57.6
==> cells by family (layout without fill, tap and decap cells) <==
logic type	Yosys count	after routing	synth area share (%)
buffers and inverters	0	48	0
and+or+nand+nor	16	16	100
==> worst min-delay path: stages <==
cell and delay (ps):
dlygate4sd2_1 180, or2_1 80, buf_2 80
==> power groups by stage <==
stage / logic (mW) / registers (mW) / clock network, mW
after CTS: 0.126 / 0 / 0
final: 0.121 / 0 / 0
after global routing: 0.138 / 0 / 0
==> worst max-delay path by stage <==
stage / start / end / slack [ps] / cells after the start
after global routing: i0[6] / out[6] / 10 / 3
after CTS: i0[1] / out[1] / 30 / 3
final: i0[1] / out[1] / 40 / 3
==> what timing repair did <==
action,4_1_cts,5_1_grt
hold buffers,0,0
setup endpoints to repair,16,0
gates resized,82,0
hold endpoints to repair,0,0
==> cells in the final DEF, fill, tap and decap left out <==
cell type       n
dlygate4sd2_1  32
or2_1          16
buf_2          16
==> metrics by stage <==
stage | cell area (um^2) | power (mW) | setup WS, ps | utilization [%] | instances
5_1_grt | 518 | 0.138 | 9.63 | 15.2 | 110
3_5_place_dp | 638 | 0.203 | -461 | 18.7 | 110
3_3_place_gp | 638 | 0.201 | -457 | 18.7 | 110
4_1_cts | 518 | 0.126 | 29.7 | 15.2 | 110
6_report | 518 | 0.121 | 39.9 | 15.2 | 110
2_1_floorplan | 100 | 0.0145 | 419 | - | 16
==> routing by layer <==
| metal | GRT usage (%) | share of wire [%] | routed length (um) |
|---|---|---|---|
| met1 | 3.16 | 37 | 396 |
| met2 | 5.14 | 44 | 471 |
| met3 | 2.27 | 19 | 209 |
| met4 | 0 | 0 | 0 |
| met5 | 0 | 0 | 0 |
Power is estimated from default activity; no workload was simulated.
