**flow/design.v**
```verilog
module Mux4In(input i0, input i1, input i2, input i3, input [1:0] sel, output o);
wire not_sel0;
wire not_sel1;
wire o0;
wire o1;
wire o2;
wire o3;
not(not_sel0,sel[0]);
not(not_sel1,sel[1]);
and(o0,i0,not_sel1,not_sel0);
and(o1,i1,not_sel1,sel[0]);
and(o2,i2,sel[1],not_sel0);
and(o3,i3,sel[1],sel[0]);
or(o,o0,o1,o2,o3);
endmodule
module Mux4Way16(input [15:0] i0, input [15:0] i1, input [15:0] i2, input [15:0] i3, input [1:0] sel, output wire [15:0] out);
Mux4In Mux4In15(i0[15],i1[15],i2[15],i3[15],sel,out[15]);
Mux4In Mux4In14(i0[14],i1[14],i2[14],i3[14],sel,out[14]);
Mux4In Mux4In13(i0[13],i1[13],i2[13],i3[13],sel,out[13]);
Mux4In Mux4In12(i0[12],i1[12],i2[12],i3[12],sel,out[12]);
Mux4In Mux4In11(i0[11],i1[11],i2[11],i3[11],sel,out[11]);
Mux4In Mux4In10(i0[10],i1[10],i2[10],i3[10],sel,out[10]);
Mux4In Mux4In9(i0[9],i1[9],i2[9],i3[9],sel,out[9]);
Mux4In Mux4In8(i0[8],i1[8],i2[8],i3[8],sel,out[8]);
Mux4In Mux4In7(i0[7],i1[7],i2[7],i3[7],sel,out[7]);
Mux4In Mux4In6(i0[6],i1[6],i2[6],i3[6],sel,out[6]);
Mux4In Mux4In5(i0[5],i1[5],i2[5],i3[5],sel,out[5]);
Mux4In Mux4In4(i0[4],i1[4],i2[4],i3[4],sel,out[4]);
Mux4In Mux4In3(i0[3],i1[3],i2[3],i3[3],sel,out[3]);
Mux4In Mux4In2(i0[2],i1[2],i2[2],i3[2],sel,out[2]);
Mux4In Mux4In1(i0[1],i1[1],i2[1],i3[1],sel,out[1]);
Mux4In Mux4In0(i0[0],i1[0],i2[0],i3[0],sel,out[0]);
endmodule
```
**flow/run.sh**
```bash
#!/bin/bash
# OpenROAD 26Q1-2900-gdf79404cd8, Yosys 0.63+post, stock flow scripts
make -C /OpenROAD-flow-scripts/flow DESIGN_CONFIG=/design/flow/config.mk WORK_HOME=/design/flow/orfs finish
```
**flow/config.mk**
```make
export PLATFORM = sky130hd
export DESIGN_NAME = Mux4Way16
export DESIGN_NICKNAME = Mux4Way16
export VERILOG_FILES = /design/flow/design.v
export SDC_FILE = /design/flow/constraint.sdc
export NUM_CORES = 4
export LEC_CHECK = 1
export CORE_AREA = 10 10 70 70
export DIE_AREA = 0 0 80 80
```
**flow/constraint.sdc**
```tcl
current_design Mux4Way16

set clk_period 1.0
set clk_io_pct 0.2

create_clock -name clk0 -period $clk_period

set non_clock_inputs [all_inputs -no_clocks]
set_input_delay [expr $clk_period * $clk_io_pct] -clock clk0 $non_clock_inputs
set_output_delay [expr $clk_period * $clk_io_pct] -clock clk0 [all_outputs]
```
==> run notes <==
fresh numbers from the pnr run: status finished with violations, failing checks setup timing, setup tns final -3.78 ns, flip-flops 0, Core Box Area 0.00342 mm2, final setup violation count 16, die area 0.00640 mm2, CTS Hold Bufs 0, Final GP Congestion around 0.79, Crit path largest cell delay ~0.49 ns, row count 21, # Cells Yosys 36, largest net degree at the start of global routing 9, Cells after Synth 36, layout cells sized above 1 between 30 and 40%, vias per cell a little under 4, WL final about 2700 um, Tightest Pin Transition between 0.1 and 0.15 ns, relative slew slack 93.3%, critical path startpoint category primary input, worst setup margin -0.252 ns, Achievable Freq ~800 MHz, Setup crit end kind output port, Netlist cell types 6, Top area cell types mux4_2 (37%), mux4_1 (34%), buf_4 (22%), Antenna diodes 0, die width about 80 um, Synthesis Warnings 0, Tcrit/Tclk final 125%, FP Core Util about 16%, Ports approximately 80, yosys stat chip area approximately 550 um2, Comb gate area between 300 and 400 um2, hold path cells 3, Worst IR Drop VDD around 0.12 mV, Max Cap Viol 0, WP data arrival roughly 1.1 ns, initial antenna violation count 0, min-delay src sel[1], most frequent cell after synthesis buf_4, critical path's slowest cell mux4_2, WL/cell approximately 18 um, area grow syn2layout 114%, Detailed Routing Iterations Pass 1 2, clock buf count 0, Crit path required time ~0.80 ns, vias in the first global route 714, kind of critical path primary input to output port, Synth Area per Inst 15.2 um2, share of the yosys chip area belonging to registers 0%, antenna-violating nets left 0, # DRC 0, DR iter-0 viols 9, die height ~80 um, CP cell instances buf_8 > buf_12 > mux4_2 > buf_2, Fin. Hold Viols 0, Layout fillers roughly 380, GRT Overall Usage 7.89%, top cells by count buf_4 (16), mux4_2 (9), mux4_1 (7), fin crit period between 1 and 1.5 ns, total grt overflow 0, leakage roughly 0.00055 uW, PortBufs just over 80, WP buf/inv 3, fin util between 30% and 40%, Top Family by Delay on Critical Path multiplexers, RSZ-0062 raised after global routing true, sequential cell area 0 um2, Slew Limit Fails 0, Log Warnings 35, worst-path fanout max 8, first-pass GRT wire length approximately 4000 um, vias roughly 590, mapped cell area around 550 um2, post-synth top area cell mux4_2, area share, top type between 30% and 40%, hold endpoint out[0], Hold WC Path Type primary input to output port, pwr dens 351 mW/mm2
-- kinds of logic (layout without fill, tap and decap cells) --
group / count (synthesis) / after routing / share of synthesized area, %
buf+inv: 20 / 87 / 29.5
mux: 16 / 16 / 70.5
-- metal layers --
metal	global-route usage, %	share of wire, %
met1	10.9	44
met2	13.0	49
met3	1.93	7.6
met4	0	0
met5	0	0
-- cell type report --
cell class         instances  share of cell area, %
repair buffers            87                   64.3
well taps                 46                   4.91
multi-input cells         16                   30.8
-- tightest hold or removal path, stage by stage --
cell    delay (ns)
buf_2         0.13
mux4_2        0.23
buf_6         0.09
-- cell usage in the layout (no fill, tap or decap) --
cell type / netlist / routed
buf_16: 0 / 1
buf_8: 0 / 1
buf_2: 2 / 16
mux4_2: 9 / 16
buf_12: 1 / 1
buf_6: 1 / 4
clkdlybuf4s15_1: 0 / 4
dlygate4sd2_1: 0 / 60
-- power breakdown --
| part | switching, uW | total [uW] | internal, uW |
|---|---|---|---|
| Combinational | 101 | 411 | 310 |
| Clock | 0 | 0 | 0 |
| Sequential | 0 | 0 | 0 |
-- worst max path at each step --
| stage | start | endpoint | slack, ns | cells after the start |
|---|---|---|---|---|
| after CTS | sel[0] | out[6] | -0.26 | 4 |
| after global routing | sel[0] | out[4] | -0.29 | 4 |
| final | sel[0] | out[6] | -0.25 | 4 |
-- per-stage QoR --
stage | hold WS, ns | area (um2) | power, uW | setup slack, ns | cells
after global placement | 1.52 | 1290 | 527 | -1.10 | 146
final | 0.859 | 1170 | 411 | -0.252 | 149
after CTS | 0.872 | 1170 | 420 | -0.261 | 149
after global routing | 0.882 | 1170 | 447 | -0.288 | 149
after floorplan | 0.673 | 559 | 227 | -0.239 | 36
after detailed placement | 1.52 | 1290 | 527 | -1.10 | 146
-- repair_timing --
action                                  in CTS  in global routing
gates cloned                                 2                  0
resized                                    142                  0
setup buffers                                1                  0
endpoints found under the setup margin      16                 16
Power is estimated from default activity; no workload was simulated.
